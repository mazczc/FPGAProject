===== flow/run.sh =====
#!/bin/bash
# OpenROAD 26Q1-2900-gdf79404cd8, Yosys 0.63+post, stock flow scripts
make -C /OpenROAD-flow-scripts/flow DESIGN_CONFIG=/design/flow/config.mk WORK_HOME=/design/flow/orfs finish

===== flow/config.mk =====
export PLATFORM = sky130hd
export DESIGN_NAME = CalculationCore
export DESIGN_NICKNAME = CalculationCore
export VERILOG_FILES = /design/flow/design.v
export SDC_FILE = /design/flow/constraint.sdc
export NUM_CORES = 4
export LEC_CHECK = 1
export CORE_UTILIZATION = 40

===== flow/constraint.sdc =====
current_design CalculationCore

set clk_period 11.4
set clk_io_pct 0.2

create_clock -name clk0 -period $clk_period [get_ports {clk}]

set non_clock_inputs [all_inputs -no_clocks]
set_input_delay [expr $clk_period * $clk_io_pct] -clock clk0 $non_clock_inputs
set_output_delay [expr $clk_period * $clk_io_pct] -clock clk0 [all_outputs]

===== flow/design.v =====
`timescale 1ns / 1ps
module CalculationCore(input [511: 0] A,
                       input [511: 0] B,
                       input clk,
                       input rst_n,
                       output reg signed [23: 0] OUTPUT);
    wire signed [23: 0] sum [0: 63];
    always @(posedge clk or posedge rst_n) begin
        if(rst_n) begin
            OUTPUT <= 0;
        end else begin
            OUTPUT <= sum [0] + sum [1] + sum [2] + sum [3] + sum [4] + sum [5] + sum [6] + sum [7] + 
                      sum [8] + sum [9] + sum [10] + sum [11] + sum [12] + sum [13] + sum [14] + sum [15] + 
                      sum [16] + sum [17] + sum [18] + sum [19] + sum [20] + sum [21] + sum [22] + sum [23] + 
                      sum [24] + sum [25] + sum [26] + sum [27] + sum [28] + sum [29] + sum [30] + sum [31] + 
                      sum [32] + sum [33] + sum [34] + sum [35] + sum [36] + sum [37] + sum [38] + sum [39] + 
                      sum [40] + sum [41] + sum [42] + sum [43] + sum [44] + sum [45] + sum [46] + sum [47] + 
                      sum [48] + sum [49] + sum [50] + sum [51] + sum [52] + sum [53] + sum [54] + sum [55] + 
                      sum [56] + sum [57] + sum [58] + sum [59] + sum [60] + sum [61] + sum [62] + sum [63];
        end
    end
Multiplier M0(A[7: 0],B[7: 0], sum[0], clk, rst_n);
Multiplier M1(A[15: 8],B[15: 8], sum[1], clk, rst_n);
Multiplier M2(A[23: 16],B[23: 16], sum[2], clk, rst_n);
Multiplier M3(A[31: 24],B[31: 24], sum[3], clk, rst_n);
Multiplier M4(A[39: 32],B[39: 32], sum[4], clk, rst_n);
Multiplier M5(A[47: 40],B[47: 40], sum[5], clk, rst_n);
Multiplier M6(A[55: 48],B[55: 48], sum[6], clk, rst_n);
Multiplier M7(A[63: 56],B[63: 56], sum[7], clk, rst_n);
Multiplier M8(A[71: 64],B[71: 64], sum[8], clk, rst_n);
Multiplier M9(A[79: 72],B[79: 72], sum[9], clk, rst_n);
Multiplier M10(A[87: 80],B[87: 80], sum[10], clk, rst_n);
Multiplier M11(A[95: 88],B[95: 88], sum[11], clk, rst_n);
Multiplier M12(A[103: 96],B[103: 96], sum[12], clk, rst_n);
Multiplier M13(A[111: 104],B[111: 104], sum[13], clk, rst_n);
Multiplier M14(A[119: 112],B[119: 112], sum[14], clk, rst_n);
Multiplier M15(A[127: 120],B[127: 120], sum[15], clk, rst_n);
Multiplier M16(A[135: 128],B[135: 128], sum[16], clk, rst_n);
Multiplier M17(A[143: 136],B[143: 136], sum[17], clk, rst_n);
Multiplier M18(A[151: 144],B[151: 144], sum[18], clk, rst_n);
Multiplier M19(A[159: 152],B[159: 152], sum[19], clk, rst_n);
Multiplier M20(A[167: 160],B[167: 160], sum[20], clk, rst_n);
Multiplier M21(A[175: 168],B[175: 168], sum[21], clk, rst_n);
Multiplier M22(A[183: 176],B[183: 176], sum[22], clk, rst_n);
Multiplier M23(A[191: 184],B[191: 184], sum[23], clk, rst_n);
Multiplier M24(A[199: 192],B[199: 192], sum[24], clk, rst_n);
Multiplier M25(A[207: 200],B[207: 200], sum[25], clk, rst_n);
Multiplier M26(A[215: 208],B[215: 208], sum[26], clk, rst_n);
Multiplier M27(A[223: 216],B[223: 216], sum[27], clk, rst_n);
Multiplier M28(A[231: 224],B[231: 224], sum[28], clk, rst_n);
Multiplier M29(A[239: 232],B[239: 232], sum[29], clk, rst_n);
Multiplier M30(A[247: 240],B[247: 240], sum[30], clk, rst_n);
Multiplier M31(A[255: 248],B[255: 248], sum[31], clk, rst_n);
Multiplier M32(A[263: 256],B[263: 256], sum[32], clk, rst_n);
Multiplier M33(A[271: 264],B[271: 264], sum[33], clk, rst_n);
Multiplier M34(A[279: 272],B[279: 272], sum[34], clk, rst_n);
Multiplier M35(A[287: 280],B[287: 280], sum[35], clk, rst_n);
Multiplier M36(A[295: 288],B[295: 288], sum[36], clk, rst_n);
Multiplier M37(A[303: 296],B[303: 296], sum[37], clk, rst_n);
Multiplier M38(A[311: 304],B[311: 304], sum[38], clk, rst_n);
Multiplier M39(A[319: 312],B[319: 312], sum[39], clk, rst_n);
Multiplier M40(A[327: 320],B[327: 320], sum[40], clk, rst_n);
Multiplier M41(A[335: 328],B[335: 328], sum[41], clk, rst_n);
Multiplier M42(A[343: 336],B[343: 336], sum[42], clk, rst_n);
Multiplier M43(A[351: 344],B[351: 344], sum[43], clk, rst_n);
Multiplier M44(A[359: 352],B[359: 352], sum[44], clk, rst_n);
Multiplier M45(A[367: 360],B[367: 360], sum[45], clk, rst_n);
Multiplier M46(A[375: 368],B[375: 368], sum[46], clk, rst_n);
Multiplier M47(A[383: 376],B[383: 376], sum[47], clk, rst_n);
Multiplier M48(A[391: 384],B[391: 384], sum[48], clk, rst_n);
Multiplier M49(A[399: 392],B[399: 392], sum[49], clk, rst_n);
Multiplier M50(A[407: 400],B[407: 400], sum[50], clk, rst_n);
Multiplier M51(A[415: 408],B[415: 408], sum[51], clk, rst_n);
Multiplier M52(A[423: 416],B[423: 416], sum[52], clk, rst_n);
Multiplier M53(A[431: 424],B[431: 424], sum[53], clk, rst_n);
Multiplier M54(A[439: 432],B[439: 432], sum[54], clk, rst_n);
Multiplier M55(A[447: 440],B[447: 440], sum[55], clk, rst_n);
Multiplier M56(A[455: 448],B[455: 448], sum[56], clk, rst_n);
Multiplier M57(A[463: 456],B[463: 456], sum[57], clk, rst_n);
Multiplier M58(A[471: 464],B[471: 464], sum[58], clk, rst_n);
Multiplier M59(A[479: 472],B[479: 472], sum[59], clk, rst_n);
Multiplier M60(A[487: 480],B[487: 480], sum[60], clk, rst_n);
Multiplier M61(A[495: 488],B[495: 488], sum[61], clk, rst_n);
Multiplier M62(A[503: 496],B[503: 496], sum[62], clk, rst_n);
Multiplier M63(A[511: 504],B[511: 504], sum[63], clk, rst_n);
endmodule
`timescale 1ns / 1ps
module Multiplier(input signed [7: 0] A,
                  input signed [7: 0] B,
                  output reg signed [23: 0] OUTPUT,
                  input clk,
                  input rst_n);
always @(posedge clk or posedge rst_n) begin
    if (rst_n) begin
        OUTPUT <= 0;
    end else begin
        OUTPUT <= A * B;
    end
end
endmodule

==> results_slide.txt <==
Key Metrics from the Run

Critical path
  – Worst Path Arrival: between 8 and 9 ns
  – Crit-path slowest cell: fa_1
  – Crit start category: register
  – CP bufs+invs: 6
  – WS Path Type: reg -> reg
  – Worst path required time: between 10 and 15 ns
  – Family with the most delay on the worst path: adder cells
  – CP most frequent cell: fa_1
  – CP max FO: 7
  – Cells along the critical path: fa_1 > inv_1 > fa_1 > inv_1 > fa_1 > fa_1 > fa_1 > inv_1 > fa_1 > inv_1 > fa_1 > fa_1 > fa_1 > inv_1 > fa_1 > inv_1 > ha_1 > a22o_1 > nor4_1 > o21ai_2 > nand3_1 > a31oi_2 > nor4_1 > a311oi_2
  – Max stage delay on crit path: 0.70 ns
  – Setup crit end kind: register

Synth
  – Syn Inst Count: about 21000
  – Post-synth cell types: 63
  – Ys flops: roughly 1000
  – Post-synth seq share: 0.1257
  – Share of flip-flops with an asynchronous set or reset: 1.000
  – Main synth FF type: dfrtp_1
  – Max-area cell share: 0.4380
  – Post-synth EDFFs: 0
  – Synth warnings: 2
  – Main area contributors: fa_1 (44%), dfrtp_1 (13%), ha_1 (11%)
  – Synth Cell Area: approximately 210000 sq um
  – Cell total in the yosys stat output: 21050
  – Yosys top cell by area: fa_1
  – Synthesis area per yosys: around 210000 sq um
  – Syn avg cell area: 9.916 sq um

Clocking
  – Clock transition at the registers of the reported paths: ~0.06 ns
  – Clk root buf: clkbuf_16
  – Cts repair resizes: 0
  – CTS tree: built
  – CTS max path bufs: 4
  – Htree depth: 4
  – Buffer count from post-CTS setup fixing: 0
  – Clk sinks: between 1000 and 1500
  – Latency at later pin: 0.84 ns
  – CTS Buf Count: about 140
  – Number of hold buffers added after cts: 0

Finish
  – Core Util, Final: 0.4498
  – Largest register FFs: 24
  – Share of cells above drive strength 1: 0.01369
  – Area Overhead vs Synth: 11.69%
  – Biggest register: OUTPUT
  – Filler cell count: around 50000
  – Finished layout cell area: 233100 sq um
  – Final non-filler cell total: roughly 29000

Status
  – Status: finished clean

STA
  – Fmax: ~120 MHz
  – Relative slew slack: 0.4602
  – Fin. Hold Viols: 0
  – Final worst slack: around 3.4 ns
  – Final period util: 0.7038
  – Clock Skews: ~0.048 ns
  – Slew Limit Fails: 0
  – Hold_ws: just under 0.6 ns
  – Worst slew pin tran: 0.7972 ns
  – # setup viols final: 0
  – RSZ-0062 raised after global routing: false
  – Final min period: approximately 8.0 ns

Floorplanning
  – Chip area: 524700 sq um
  – Die Width: ~720 um
  – Die Height: 724.3 um
  – Initial Utilization: 0.4027
  – Core area: about 520000 sq um
  – Row count: 264
  – I/O pin count: between 1000 and 1500

GRT
  – First-pass GRT wire length: around 910000 um
  – Number of antenna violations at the first check in global routing: between 200 and 300
  – Total congestion overflow: 0
  – GRT Overall Usage: 0.2467
  – Vias in the first global route: about 150k
  – Largest net degree at the start of global routing: around 120

Drt
  – Final ANT Viol Nets: 0
  – Average wire per standard cell: around 20 um
  – 1st-pass router iterations: 8
  – DR iter-0 viols: 5421
  – Vias/cell: about 4.7
  – Vias: ~140k
  – Routed WL: between 500000 and 600000 um
  – # DRC: 0

Place
  – DP Area: roughly 230000 sq um
  – Port bufs: between 1000 and 1500
  – Placed Cells: about 29000
  – DPL Wire Length: ~530000 um
  – Placer Congestion: approximately 1
  – Place WS: around 3.3 ns

Job
  – OpenROAD warning count: 39
  – Max Cap Viol: 0

Min path
  – Hold WC Path Type: reg -> reg
==> per-layer routing <==
layer,wire length [um],global-route usage
met1,222800,0.3287
met4,22570,0.07697
met5,1358,0.005312
met2,273400,0.3757
met3,61590,0.1092
==> per-stage QoR <==
stage / setup TNS, ns
2_1_floorplan: -5585.46
3_3_place_gp: 0
3_5_place_dp: 0
4_1_cts: 0
5_1_grt: 0
6_report: 0
==> Yosys cell counts (127+ instances only) <==
cell,count
inv_1,6045
fa_1,4566
and2_1,2458
ha_1,1917
nand2_1,1512
dfrtp_1,1048
xnor2_1,765
nand2b_1,468
a21oi_1,399
nor2_1,374
a21o_1,170
o21ai_0,170
xor2_1,154
o21ai_1,127
==> layout make-up <==
| type | count | area [sq um] | share of cell area |
|---|---|---|---|
| repair buffers | 1069 | 10730 | 0.04601 |
| inverters | 6045 | 22690 | 0.09735 |
| well taps | 6916 | 8653 | 0.03712 |
| clock inverters | 57 | 807.0 | 0.003462 |
| flip-flops and latches | 1048 | 26230 | 0.1125 |
| clock buffers | 183 | 3894 | 0.01670 |
| diodes | 133 | 332.8 | 0.001428 |
| multi-input cells | 13950 | 159800 | 0.6854 |
==> path summary, 6_finish.rpt <==
kind | start | end | slack, ns | cells after the start
min in group asynchronous | rst_n | M0.OUTPUT[10]$_DFF_PP0_ | 1.88 | 2
worst max register to register | M60.OUTPUT[10]$_DFF_PP0_ | OUTPUT[23]$_DFF_PP0_ | 3.38 | 24
max in group asynchronous | rst_n | M45.OUTPUT[12]$_DFF_PP0_ | 6.97 | 6
worst min-delay path | M63.OUTPUT[0]$_DFF_PP0_ | OUTPUT[0]$_DFF_PP0_ | 0.60 | 1
worst max-delay path | M60.OUTPUT[10]$_DFF_PP0_ | OUTPUT[23]$_DFF_PP0_ | 3.38 | 24
worst min register to register | M63.OUTPUT[0]$_DFF_PP0_ | OUTPUT[0]$_DFF_PP0_ | 0.60 | 1
==> kinds of logic (layout without fill, tap and decap cells) <==
logic type      Yosys count  in the layout  synth area share
buf+inv                6052           7354            0.1088
xor+xnor                919            919           0.03856
flops                  1048           1048            0.1257
compound gates         1319           1319           0.04075
simple gates           5222           5222            0.1330
fa+ha+maj              6483           6483            0.5529
mux                       6              6         0.0003237
other cells               0            133                 0
==> placed cells by master (no fill, tap or decap), drive strengths merged, types with 27 or more instances in the layout <==
master         Yosys  final
and2            2458   2458
o211ai            40     40
nand2           1512   1512
diode              0    133
nor2b            128    128
nand3             62     62
nor2             374    374
or3               30     30
a21oi            402    402
a211oi            33     33
dfrtp           1048   1048
inv             6045   6053
clkinv             0     27
o2111ai           29     29
clkbuf             7    183
a21o             170    170
clkdlybuf4s50      0   1049
xnor2            765    765
o311ai            59     59
and3              36     36
o21a              72     72
a21boi            84     84
o21ai            300    300
ha              1917   1917
xor2             154    154
fa              4566   4566
nand2b           468    468
nor3             111    111
